### design/flow/design.v
`default_nettype none
module	helloworld(i_clk,
		o_uart_tx);
	parameter	CLOCK_RATE_HZ = 100_000_000;  
	parameter	BAUD_RATE = 115_200;  
	input		i_clk;
	output	wire	o_uart_tx;
	parameter	INITIAL_UART_SETUP = (CLOCK_RATE_HZ/BAUD_RATE);
	reg		tx_restart;
	reg	[27:0]	hz_counter;
	initial	hz_counter = 28'h16;
	always @(posedge i_clk)
	if (hz_counter == 0)
		hz_counter <= CLOCK_RATE_HZ - 1'b1;
	else
		hz_counter <= hz_counter - 1'b1;
	initial	tx_restart = 0;
	always @(posedge i_clk)
		tx_restart <= (hz_counter == 1);
	wire		tx_busy;
	reg		tx_stb;
	reg	[3:0]	tx_index;
	reg	[7:0]	tx_data;
	initial	tx_index = 4'h0;
	always @(posedge i_clk)
	if ((tx_stb)&&(!tx_busy))
		tx_index <= tx_index + 1'b1;
	always @(posedge i_clk)
	case(tx_index)
	4'h0: tx_data <= "H";
	4'h1: tx_data <= "e";
	4'h2: tx_data <= "l";
	4'h3: tx_data <= "l";
	4'h4: tx_data <= "o";
	4'h5: tx_data <= ",";
	4'h6: tx_data <= " ";
	4'h7: tx_data <= "W";
	4'h8: tx_data <= "o";
	4'h9: tx_data <= "r";
	4'ha: tx_data <= "l";
	4'hb: tx_data <= "d";
	4'hc: tx_data <= "!";
	4'hd: tx_data <= " ";
	4'he: tx_data <= "\n";
	4'hf: tx_data <= "\r";
	endcase
	initial	tx_stb = 1'b0;
	always @(posedge i_clk)
	if (&tx_restart)
		tx_stb <= 1'b1;
	else if ((tx_stb)&&(!tx_busy)&&(tx_index==4'hf))
		tx_stb <= 1'b0;
	txuart #(INITIAL_UART_SETUP[23:0])
		transmitter(i_clk, tx_stb, tx_data, o_uart_tx, tx_busy);
endmodule
`default_nettype	none
module txuart(i_clk, i_wr, i_data, o_uart_tx, o_busy);
	parameter	[15:0]	CLOCKS_PER_BAUD = 16'd868;
	input	wire		i_clk;
	input	wire		i_wr;
	input	wire	[7:0]	i_data;
	output	wire		o_uart_tx;
	output	reg		o_busy;
	localparam [3:0] START	= 4'h0,
		BIT_ZERO	= 4'h1,
		BIT_ONE		= 4'h2,
		BIT_TWO		= 4'h3,
		BIT_THREE	= 4'h4,
		BIT_FOUR	= 4'h5,
		BIT_FIVE	= 4'h6,
		BIT_SIX		= 4'h7,
		BIT_SEVEN	= 4'h8,
		LAST		= 4'h8,
		IDLE		= 4'hf;
	reg	[15:0]	counter;
	reg	[3:0]	state;
	reg	[8:0]	lcl_data;
	reg		baud_stb;
	initial	o_busy = 1'b0;
	initial	state  = IDLE;
	always @(posedge i_clk)
	if ((i_wr)&&(!o_busy))
		{ o_busy, state } <= { 1'b1, START };
	else if (baud_stb)
	begin
		if (state == IDLE)  
			{ o_busy, state } <= { 1'b0, IDLE };
		else if (state < LAST) begin
			o_busy <= 1'b1;
			state <= state + 1'b1;
		end else  
			{ o_busy, state } <= { 1'b1, IDLE };
	end
	initial	lcl_data = 9'h1ff;
	always @(posedge i_clk)
	if ((i_wr)&&(!o_busy))
		lcl_data <= { i_data, 1'b0 };
	else if (baud_stb)
		lcl_data <= { 1'b1, lcl_data[8:1] };
	assign	o_uart_tx = lcl_data[0];
	initial	baud_stb = 1'b1;
	initial	counter = 0;
	always @(posedge i_clk)
	if ((i_wr)&&(!o_busy))
	begin
		counter  <= CLOCKS_PER_BAUD - 1'b1;
		baud_stb <= 1'b0;
	end else if (!baud_stb)
	begin
		baud_stb <= (counter == 1);
		counter  <= counter - 1'b1;
	end else if (state != IDLE)
	begin
		counter <= CLOCKS_PER_BAUD - 1;
		baud_stb <= 1'b0;
	end
endmodule
### design/flow/run.sh
#!/bin/bash
# OpenROAD 26Q1-2900-gdf79404cd8, Yosys 0.63+post, stock flow scripts
make -C /OpenROAD-flow-scripts/flow DESIGN_CONFIG=/design/flow/config.mk WORK_HOME=/design/flow/orfs finish
### design/flow/config.mk
export PLATFORM = sky130hd
export DESIGN_NAME = helloworld
export DESIGN_NICKNAME = helloworld
export VERILOG_FILES = /design/flow/design.v
export SDC_FILE = /design/flow/constraint.sdc
export NUM_CORES = 4
export LEC_CHECK = 1
export CORE_UTILIZATION = 30
### design/flow/constraint.sdc
current_design helloworld

set clk_period 3.5
set clk_io_pct 0.2

create_clock -name clk0 -period $clk_period [get_ports {i_clk}]

set non_clock_inputs [all_inputs -no_clocks]
set_input_delay [expr $clk_period * $clk_io_pct] -clock clk0 $non_clock_inputs
set_output_delay [expr $clk_period * $clk_io_pct] -clock clk0 [all_outputs]
==> run_summary.xml <==
<?xml version="1.0" encoding="UTF-8"?>
<metrics>
  <group name="pwr">
    <metric name="peak_supply_drop" unit="mV">0.3118</metric>
    <metric name="flop_pwr_share" unit="%">48.8</metric>
    <metric name="internal-power" unit="mW">1.401</metric>
    <metric name="power-per-cell-area" unit="nW/um^2">445.5</metric>
    <metric name="clkPwrFrac" unit="%">51.2</metric>
    <metric name="switching_share" unit="%">18.57</metric>
    <metric name="totalPowerFinal" unit="mW">1.721</metric>
    <metric name="combinationalPowerShare" unit="%">0</metric>
    <metric name="power.net_switching" unit="mW">0.3196</metric>
    <metric name="p_leak" unit="nW">1.404</metric>
  </group>
  <group name="global_route">
    <metric name="grt_pass1_wl" unit="um">11070</metric>
    <metric name="groute.usage.overall" unit="%">11.76</metric>
    <metric name="grt_max_degree" unit="">33</metric>
    <metric name="grt_pass1_vias" unit="">2368</metric>
    <metric name="overflow" unit="">0</metric>
    <metric name="grt_antenna_before_repair" unit="">0</metric>
  </group>
  <group name="sta">
    <metric name="slew_headroom" unit="%">50.38</metric>
    <metric name="setup_skew_after_layout" unit="ns">0.005135</metric>
    <metric name="finalHoldViolations" unit="">0</metric>
    <metric name="timing.final.crit_share" unit="%">71.49</metric>
    <metric name="finalSetupViolCount" unit="">0</metric>
    <metric name="timing_max_transition_violations_final" unit="">0</metric>
    <metric name="worst-slew-pin-transition" unit="ns">0.7443</metric>
    <metric name="grt_setup_unrepaired" unit="">no</metric>
    <metric name="fmax" unit="GHz">0.3996</metric>
    <metric name="fin_tns_setup" unit="ns">0</metric>
    <metric name="timing.final.ws_setup" unit="ns">0.9977</metric>
    <metric name="finalCriticalPeriod" unit="ns">2.502</metric>
  </group>
  <group name="flow_run">
    <metric name="max-cap-violations" unit="">0</metric>
    <metric name="openroad.warnings" unit="">35</metric>
  </group>
  <group name="synth">
    <metric name="synth.lib_cells_used.distinct" unit="">56</metric>
    <metric name="yosys_warnings" unit="">2</metric>
    <metric name="synthesis.instances" unit="">373</metric>
    <metric name="post_synth_instance_area" unit="um^2">3435</metric>
    <metric name="ys_seq_elements" unit="">72</metric>
    <metric name="asyncSetResetFlopFracSynth" unit="%">0</metric>
    <metric name="flip_flops_with_a_built_in_enable" unit="">12</metric>
    <metric name="summed_standard_cell_area_reported_by_yosys" unit="um^2">3435</metric>
    <metric name="post-synth-top-area-cell" unit="">sky130_fd_sc_hd__dfxtp_1</metric>
    <metric name="yosys.area.top_type_share" unit="%">34.97</metric>
    <metric name="yosys.stat.seqShare" unit="%">45.46</metric>
    <metric name="avgSynthCellArea" unit="um^2">9.208</metric>
    <metric name="synth.yosys.num_cells" unit="">373</metric>
    <metric name="yosys_most_used_dff" unit="">sky130_fd_sc_hd__dfxtp_1</metric>
    <metric name="synth.area.top_cells" unit="">sky130_fd_sc_hd__dfxtp_1 35%, sky130_fd_sc_hd__edfxtp_1 10%, sky130_fd_sc_hd__ha_1 5.5%, sky130_fd_sc_hd__nand3_1 3.9%, sky130_fd_sc_hd__nand2_1 3.6%</metric>
  </group>
  <group name="floorplanning">
    <metric name="floorplan.die.width" unit="um">109.0</metric>
    <metric name="fp.dieH" unit="um">109.0</metric>
    <metric name="rows" unit="">38</metric>
    <metric name="area_of_the_die" unit="um^2">11880</metric>
    <metric name="design.portCount" unit="">2</metric>
    <metric name="core_area" unit="um^2">10980</metric>
    <metric name="fp-utilization" unit="%">31.27</metric>
  </group>
  <group name="detailed_routing">
    <metric name="avgViaCountPerCell" unit="">5.033</metric>
    <metric name="first_pass_iters" unit="">4</metric>
    <metric name="antennaDiodeCount" unit="">0</metric>
    <metric name="drt_iter0_markers" unit="">147</metric>
    <metric name="ant_nets" unit="">0</metric>
    <metric name="totalWireLength" unit="um">6311</metric>
    <metric name="post_drt_wl_per_cell" unit="um">12.18</metric>
    <metric name="drt_drc_violations_left" unit="">0</metric>
    <metric name="via_count" unit="">2607</metric>
  </group>
  <group name="worst_setup_path">
    <metric name="start_kind" unit="">register</metric>
    <metric name="critical_path_class" unit="">register to register</metric>
    <metric name="crit_path_end_kind" unit="">register</metric>
    <metric name="cp_data_arrival_time" unit="ns">2.77</metric>
    <metric name="cp_max_fo" unit="">21</metric>
    <metric name="critPathRequiredTime" unit="ns">3.77</metric>
  </group>
  <group name="placement">
    <metric name="place_congestion" unit="">0.8039</metric>
    <metric name="portBuffers" unit="">1</metric>
    <metric name="placement.setup.worst_slack" unit="ns">1.013</metric>
    <metric name="placed_cell_area" unit="um^2">3573</metric>
    <metric name="hpwlAfterDp" unit="um">4123</metric>
  </group>
  <group name="clocking">
    <metric name="count_of_cells_resized_by_post_cts_repair" unit="">0</metric>
    <metric name="ctsLongestPathBuffers" unit="">2</metric>
    <metric name="clk_pin_slew_worst_paths" unit="ns">0.05</metric>
    <metric name="cts_hold_buf" unit="">0</metric>
    <metric name="insertion_delay" unit="ns">0.33</metric>
    <metric name="numClockSinks" unit="">72</metric>
    <metric name="cts_made_buffers" unit="">9</metric>
    <metric name="tritoncts" unit="">done</metric>
    <metric name="cts-htree-levels" unit="">3</metric>
    <metric name="cts_root_buffer" unit="">sky130_fd_sc_hd__clkbuf_16</metric>
    <metric name="postCtsSetupBuffers" unit="">0</metric>
  </group>
  <group name="final_layout">
    <metric name="area.growth.synth_to_final" unit="%">12.46</metric>
    <metric name="most-common-layout-cells" unit="">60 x sky130_fd_sc_hd__dfxtp_1, 33 x sky130_fd_sc_hd__nand2_1, 28 x sky130_fd_sc_hd__nor2_1</metric>
    <metric name="final_util" unit="%">35.17</metric>
    <metric name="layout.cells.most_common" unit="">sky130_fd_sc_hd__dfxtp_1</metric>
    <metric name="drive_gt1_share" unit="%">7.143</metric>
    <metric name="post-route-cell-area" unit="um^2">3862</metric>
  </group>
  <group name="min_path">
    <metric name="min-delay-path-class" unit="">register to register</metric>
  </group>
  <group name="status">
    <metric name="run_status" unit="">finished, final reports clean</metric>
  </group>
</metrics>
[sequential cells by signal (all words and copies together), names as in the netlist]
signal and flops:
hz_counter 28, transmitter.counter 16, transmitter.lcl_data 9, tx_data 7
transmitter.state 4, tx_index 4, transmitter.baud_stb 1, transmitter.o_busy 1
tx_restart 1, tx_stb 1
[power by group through the flow]
stage	logic (mW)	registers, mW	clock network, mW
6_report	0.000000639	0.839	0.882
5_1_grt	0.000000639	0.838	0.935
4_1_cts	0.000000639	0.839	0.905
[routing by layer]
metal	wire, um	global-route usage [%]
met3	200	3.291
met2	2637	17.21
met1	3411	18.26
met4	62	0.8687
met5	0	0
[worst max-delay path, stage by stage (launching register included)]
cell	delay, ns
sky130_fd_sc_hd__dfxtp_1	0.33
sky130_fd_sc_hd__nand2b_1	0.59
sky130_fd_sc_hd__inv_2	0.34
sky130_fd_sc_hd__nor2_1	0.31
sky130_fd_sc_hd__inv_1	0.27
sky130_fd_sc_hd__or4_1	0.52
sky130_fd_sc_hd__nand3_1	0.07
[cell type report]
cell class	instances	area (um^2)
Clock buffer	11	242.7
Tap cell	140	175.2
Clock inverter	5	46.29
Multi-Input combinational cell	270	1752
Sequential cell	72	1562
Fill cell	1070	7121
Inverter	18	67.56
Timing Repair Buffer	2	17.52
[cells by family after synthesis]
kind of cell | count (synthesis) | synth area share (%)
XOR/XNOR | 12 | 3.060
buffers and inverters | 31 | 3.534
adder cells (fa/ha/maj) | 15 | 5.464
AND/OR/NAND/NOR | 169 | 27.80
multiplexers | 8 | 2.477
flip-flops | 72 | 45.46
AND-OR/OR-AND | 66 | 12.20
[per-stage QoR]
step / hold WS (ns) / instances
after global placement: 0.3903 / 502
final: 0.4067 / 518
after floorplan: 0.3819 / 373
after CTS: 0.4171 / 518
after global routing: 0.4273 / 518
after detailed placement: 0.4050 / 502
[worst paths after layout]
kind                            slack [ns]                      end               start  cells after the start
worst max-delay path                   1.0  transmitter.counter[13]  transmitter.o_busy                      6
worst min-delay path                  0.41                   tx_stb          tx_restart                      1
worst max register to register         1.0  transmitter.counter[13]  transmitter.o_busy                      6
worst min register to register        0.41                   tx_stb          tx_restart                      1
[Yosys cell counts, drive strengths merged (7+ instances only)]
| cell | count |
|---|---|
| nand2 | 33 |
| nand2b | 8 |
| nor4 | 7 |
| o21ai | 14 |
| edfxtp | 12 |
| or3 | 7 |
| dfxtp | 60 |
| a21oi | 21 |
| o31ai | 8 |
| inv | 18 |
| clkbuf | 8 |
| nand4 | 12 |
| nand3 | 27 |
| nor2 | 28 |
| nor3 | 14 |
| xnor2 | 7 |
| or4 | 8 |
| ha | 15 |
Power is estimated from default activity; no workload was simulated.
