### design/flow/run.sh
#!/bin/bash
# OpenROAD 26Q1-2900-gdf79404cd8, Yosys 0.63+post, stock flow scripts
make -C /OpenROAD-flow-scripts/flow DESIGN_CONFIG=/design/flow/config.mk WORK_HOME=/design/flow/orfs finish
### design/flow/config.mk
export PLATFORM = sky130hd
export DESIGN_NAME = reqwalker_button
export DESIGN_NICKNAME = reqwalker_button
export VERILOG_FILES = /design/flow/design.v
export SDC_FILE = /design/flow/constraint.sdc
export NUM_CORES = 4
export LEC_CHECK = 1
export CORE_AREA = 10 10 103 103
export DIE_AREA = 0 0 113 113
### design/flow/constraint.sdc
current_design reqwalker_button

set clk_period 4.4
set clk_io_pct 0.2

create_clock -name clk0 -period $clk_period [get_ports {i_clk}]

set non_clock_inputs [all_inputs -no_clocks]
set_input_delay [expr $clk_period * $clk_io_pct] -clock clk0 $non_clock_inputs
set_output_delay [expr $clk_period * $clk_io_pct] -clock clk0 [all_outputs]
### design/flow/design.v
`default_nettype none
module	reqwalker_button(i_clk,
		i_btn,
		o_led);
	input	wire		i_clk;
	input	wire		i_btn;
	wire			i_cyc, i_stb, i_we;
	wire			i_addr;
	wire	[31:0]	i_data;
	wire			o_stall;
	reg				o_ack;
	wire	[31:0]	o_data;
	output	reg	[5:0]	o_led;
	reg				stb;
	initial stb = 0;
	always @(posedge i_clk)
		if (i_btn)
			stb <= 1'b1;
		else if (!busy)
			stb <= 1'b0;
	assign i_cyc 	= 1'b1;
	assign i_stb 	= stb;
	assign i_we		= 1'b1;
	assign i_addr	= 'b0;
	assign i_data	= 'b0;
	parameter CLOCK_RATE_HZ = 50_000_000;
	localparam WIDTH = $clog2(CLOCK_RATE_HZ);
	reg 	[WIDTH-1:0]	counter;
	wire				strobe;
	initial	counter = 0;
	always @(posedge i_clk)
	if (!busy)
		counter <= 0;
	else if (counter == (CLOCK_RATE_HZ[WIDTH-1:0]-1'b1))
		counter <= 0;
	else
		counter <= counter + 1'b1;
	assign strobe = (counter == (CLOCK_RATE_HZ[WIDTH-1:0]-1'b1));
	wire		busy;
	reg	[3:0]	state;
	reg	[3:0]	state_next;
	initial	state = 0;
	always @(posedge i_clk)
		state <= state_next;
	initial	state_next = 0;
	always @(*)
	if ((i_stb)&&(i_we)&&(!o_stall))
		state_next = 4'h1;
	else if (state >= 4'd11 && strobe)
		state_next = 4'h0;
	else if (state != 0 && strobe)
		state_next = state + 1'b1;
	else
		state_next = state;
	always @(posedge i_clk)
	case(state_next)
	4'h1: o_led <= 6'b00_0001;
	4'h2: o_led <= 6'b00_0010;
	4'h3: o_led <= 6'b00_0100;
	4'h4: o_led <= 6'b00_1000;
	4'h5: o_led <= 6'b01_0000;
	4'h6: o_led <= 6'b10_0000;
	4'h7: o_led <= 6'b01_0000;
	4'h8: o_led <= 6'b00_1000;
	4'h9: o_led <= 6'b00_0100;
	4'ha: o_led <= 6'b00_0010;
	4'hb: o_led <= 6'b00_0001;
	default: o_led <= 6'b00_0000;
	endcase
	assign	busy = (state != 0);
	initial	o_ack = 1'b0;
	always @(posedge i_clk)
		o_ack <= (i_stb)&&(!o_stall);
	assign	o_stall = (busy)&&(i_we);
	assign	o_data = { 28'h0, state };
	wire	[33:0]	unused;
	assign	unused = { i_cyc, i_addr, i_data };
	wire	[32:0]	o_unused;
	assign	o_unused = { o_ack, o_data };
endmodule
==> reports/notes.md <==
After detailed routing, the total wire length is 3230 um. Library cell occupying the most area in the post-synthesis netlist: sky130_fd_sc_hd__dfxtp_1. Counting pins that exceed their max-slew limit in the final report gives 0. With the power per cell area at 290 nW/um2, the final antenna diode count is 0.

The run gives 15.7% for the layout overhead on the synthesized area. Per STA, the highest per-stage delay on the worst path measures 620 ps. Once the clock tree was built, the resizer swapped 0 gates to a different size.

Global-route wire length before repair: 5890 um. The clock network latency to the later pin of the worst-skew pair is 290 ps, and the peak fanout along the critical path is 25. The slew at the pin closest to its max-slew limit was 836 ps. In the Yosys report the total cell count is 197.

Per the synth stats, the flop cell with the highest instance count is sky130_fd_sc_hd__dfxtp_1. Clock-pin slew on the worst setup and hold paths: 70 ps. Listed in order, past its start point the critical path passes ha_1 > and3_1 > nand4_2 > or2_4 > nand2_1 > nor2_1. With the share of the clock period used by the worst path at 0.516, the worst-case headroom to the max-slew limit is 0.441. The run gives 0.213 for the core utilization at floorplan. The total die size is 12,800 um2. The via count of the routed design was 1,322; the clock period minus worst slack was 2270 ps. The die is 113 um wide. For the worst setup path, the data arrival time is 2410 ps. Entering global routing, the biggest net connects 26 pins. The detailed router put a total of 1710 um of wire on met1. The OpenROAD report gives the critical path a required time of 4540 ps. The run gives 0.773 nW as the leakage dissipation.

For the clock sink count, the log shows 37. The run finished with clean final reports. After layout, the worst setup slack is 2130 ps. Per the OpenROAD floorplan log, the area of the core is 8300 um2. The run gives 4.25 for the mean number of vias per cell. Share of flip-flops with an asynchronous set or reset: 0. Counting the fill cells in the layout gives 881. The worst setup path is launched from a register. The tools report the buffers inserted during post-CTS setup optimization as 0. Ranked by total cell area, the synthesized netlist is headed by sky130_fd_sc_hd__dfxtp_1, sky130_fd_sc_hd__xor2_1, sky130_fd_sc_hd__nor2_1. In this run the vertical extent of the chip is 113 um. With the remaining antenna violation count at 0, the final routed DRC violation total is 0. Per the detail_route log, met3 wirelength is 153 um. Setup slack on the worst path after placement came out at 2110 ps. For this design the top-level I/O count stands at 8. The synthesized flop and latch total is 37.

The class of the most critical hold timing path is register to register. The critical path is of the register to register type. Per the gpl log, the routability congestion estimate is 0.778. The hold violation total from the final report was 0.

The setup violation total in the final timing report came out at 0. The total negative slack is 0 ps, and the number of different library cells in the post-synthesis netlist is 39. The count of flip-flops with a built-in enable after synthesis works out to 0.

The logs give 1 for the yosys synthesis warning count and 2 for the maximum root-to-sink buffer count. The run gives 440 MHz as the peak clock frequency supported by timing. The commonest non-fill, non-tap cell in the layout was sky130_fd_sc_hd__dfxtp_1. The clock H-tree reported by CTS has 2 levels. With the stage-log warning count at 26, the number of rows created at floorplan is 33. The logs give 0 for the count of max-cap constraint violations and 2050 um2 for the post-route standard cell area excluding fillers. The detailed router used layers up to and including met4. The run gives 0.418 for the share of the synthesized area in the top cell type. The run gives 197 as the number of instances in the synthesized netlist. Leaving out fill and tap cells, the most frequent cells in the layout are sky130_fd_sc_hd__dfxtp_1, sky130_fd_sc_hd__nor2_1, sky130_fd_sc_hd__xor2_1.

The average wire length per cell after detail routing is 10.4 um, and the overall fraction of global-route tracks in use is 0.0524. The clock arrives with 7.28 ps of skew. In the detailed route, the total length drawn on met2 is 1350 um.

TritonCTS built the clock tree. The hold buffer count at CTS was 0; the number of buffers added by the clock tree synthesis step was 5. The synthesized netlist occupies a cell area of 1770 um2. For the number of antenna violations at the first check in global routing, the log shows 0. Final hold analysis gives a worst-case slack of 458 ps.

The chip area in the Yosys report came out at 1770 um2. Note, the detailed placer reported a final HPWL of 2190 um. Setup repair after global routing left no endpoint under its margin. The total congestion overflow was 0.

The first routing iteration left 35 violations. Per the power-grid run, VDD falls by no more than 0.142 mV. The area of placed instances was 1950 um2; the sequential cell area fraction in the yosys report was 0.418. For reference, the post-synthesis area per instance comes to 8.99 um2.

The largest individual stage delay along the critical path comes from the cell sky130_fd_sc_hd__nand2_1. CTS placed an instance of sky130_fd_sc_hd__clkbuf_8 at the clock tree root. The tools report the number of global-route vias before repair as 1,295.

STA classifies the critical path endpoint as a register. The count of buffers added on input and output ports is 7. In the log, the iteration count for the first detailed-route pass is 4.

The run gives 0.102 for the share of post-route cells with drive strength above 1.
-- worst max-delay path, delay by kind of cell, from the launching register on --
kind / cells / cell delay [ps]
adder cells (fa/ha/maj): 1 / 260
flip-flops: 1 / 390
AND/OR/NAND/NOR: 5 / 1460
-- path summary, 6_finish.rpt --
kind	from	endpoint	slack [ps]	cells after the start
worst max-delay path	counter[0]$_SDFF_PP0_	counter[15]$_SDFF_PP0_	2130	6
worst min-delay path	stb$_SDFFE_PP1N_	stb$_SDFFE_PP1N_	460	1
worst max register to register	counter[0]$_SDFF_PP0_	counter[15]$_SDFF_PP0_	2130	6
worst min register to register	stb$_SDFFE_PP1N_	stb$_SDFFE_PP1N_	460	1
-- stage by stage --
stage | instances | power (mW) | utilization
final | 311 | 0.593 | 0.247
after detailed placement | 303 | 0.344 | 0.235
after global placement | 303 | 0.344 | 0.235
after floorplan | 197 | 0.342 | -
after global routing | 311 | 0.620 | 0.247
after CTS | 311 | 0.602 | 0.247
-- per-layer routing --
metal,GRT usage,vias to the layer above
li1,-,696
met1,0.0805,609
met2,0.0710,14
met3,0.0160,3
met4,0.00761,0
met5,0,-
-- layout make-up --
cell class | count | area [um2] | share of cell area
flip-flops and latches | 37 | 741 | 0.362
multi-input cells | 147 | 978 | 0.478
repair buffers | 7 | 70.1 | 0.0342
inverters | 7 | 26.3 | 0.0128
well taps | 105 | 131 | 0.0641
clock buffers | 7 | 96.3 | 0.0470
clock inverters | 1 | 5.00 | 0.00244
-- state kept, by name, summed over array words and instances, names as in the netlist --
| name | count |
|---|---|
| stb | 1 |
| o_led | 6 |
| counter | 26 |
| state | 4 |
-- report_power, final --
part | internal [mW] | leakage, nW | total [mW] | switching [mW]
logic | 0.000791 | 0.419 | 0.00105 | 0.000262
clock network | 0.142 | 0.0542 | 0.257 | 0.116
registers | 0.335 | 0.299 | 0.335 | 0.0000000000000000393
total | 0.477 | 0.773 | 0.593 | 0.116
-- cells in the mapped netlist, types with 2 or more instances --
library cell,n
sky130_fd_sc_hd__or3_1,3
sky130_fd_sc_hd__dfxtp_1,37
sky130_fd_sc_hd__xor2_1,15
sky130_fd_sc_hd__nand2b_1,2
sky130_fd_sc_hd__o22ai_1,2
sky130_fd_sc_hd__xnor2_1,8
sky130_fd_sc_hd__nand2_1,10
sky130_fd_sc_hd__inv_1,7
sky130_fd_sc_hd__o21ai_0,6
sky130_fd_sc_hd__a21oi_1,8
sky130_fd_sc_hd__and2_1,5
sky130_fd_sc_hd__nor3b_1,3
sky130_fd_sc_hd__a21o_1,3
sky130_fd_sc_hd__clkbuf_1,4
sky130_fd_sc_hd__nor2_1,33
sky130_fd_sc_hd__buf_2,2
sky130_fd_sc_hd__nand4_2,2
sky130_fd_sc_hd__nand4_1,4
sky130_fd_sc_hd__nand3_1,14
sky130_fd_sc_hd__ha_1,3
sky130_fd_sc_hd__and3_1,4
sky130_fd_sc_hd__o31ai_1,2
sky130_fd_sc_hd__and4_1,4
-- kinds of logic after synthesis --
logic type,share of synthesized area
XOR/XNOR,0.114
adder cells (fa/ha/maj),0.0212
flip-flops,0.418
AND-OR/OR-AND,0.117
multiplexers,0.00565
AND/OR/NAND/NOR,0.295
buffers and inverters,0.0290
No activity file was given, so power comes from the tool's default toggle rates.
