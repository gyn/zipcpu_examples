==> /design/flow/design.v <==
`default_nettype	none
module sfifo(i_clk, i_wr, i_data, o_full, o_fill, i_rd, o_data, o_empty);
	parameter	BW=8;	 
	parameter 	LGFLEN=4;
	input	wire		i_clk;
	input	wire		i_wr;
	input	wire [(BW-1):0]	i_data;
	output	reg 		o_full;
	output	reg [LGFLEN:0]	o_fill;
	input	wire		i_rd;
	output	reg [(BW-1):0]	o_data;
	output	reg		o_empty;	 
	reg	[(BW-1):0]	fifo_mem[0:(1<<LGFLEN)-1];
	reg	[LGFLEN:0]	wr_addr, rd_addr;
	reg	[LGFLEN-1:0]	rd_next;
	wire	w_wr = (i_wr && !o_full);
	wire	w_rd = (i_rd && !o_empty);
	initial	wr_addr = 0;
	always @(posedge i_clk)
	if (w_wr)
		wr_addr <= wr_addr + 1'b1;
	always @(posedge i_clk)
	if (w_wr)
		fifo_mem[wr_addr[(LGFLEN-1):0]] <= i_data;
	initial	rd_addr = 0;
	always @(posedge i_clk)
	if (w_rd)
		rd_addr <= rd_addr + 1;
	always @(*)
		o_data = fifo_mem[rd_addr[LGFLEN-1:0]];
	always @(*)
		o_fill = wr_addr - rd_addr;
	always @(*)
		o_full = o_fill == { 1'b1, {(LGFLEN){1'b0}} };
	always @(*)
		o_empty = (o_fill  == 0);
	always @(*)
		rd_next = rd_addr[LGFLEN-1:0] + 1;
	wire	[LGFLEN-1:0]	unused;
	assign	unused = rd_next;
endmodule
==> /design/flow/run.sh <==
#!/bin/bash
# OpenROAD 26Q1-2900-gdf79404cd8, Yosys 0.63+post, stock flow scripts
make -C /OpenROAD-flow-scripts/flow DESIGN_CONFIG=/design/flow/config.mk WORK_HOME=/design/flow/orfs finish
==> /design/flow/config.mk <==
export PLATFORM = sky130hd
export DESIGN_NAME = sfifo
export DESIGN_NICKNAME = sfifo
export VERILOG_FILES = /design/flow/design.v
export SDC_FILE = /design/flow/constraint.sdc
export NUM_CORES = 4
export LEC_CHECK = 1
export CORE_UTILIZATION = 40
==> /design/flow/constraint.sdc <==
current_design sfifo

set clk_period 9.4
set clk_io_pct 0.2

create_clock -name clk0 -period $clk_period [get_ports {i_clk}]

set non_clock_inputs [all_inputs -no_clocks]
set_input_delay [expr $clk_period * $clk_io_pct] -clock clk0 $non_clock_inputs
set_output_delay [expr $clk_period * $clk_io_pct] -clock clk0 [all_outputs]
==> qor.yml <==
synthesis:
  synthArstFlopShare_pct: 0
  synth_top_area_share_pct: 74.1
  xor_share_pct: 1.41
  synthTopCellsByCount: "138 x edfxtp_1, 32 x mux4_2, 16 x a22oi_1, 15 x nand2_1, 12 x nor3_1"
  ys_top_logic_family: "multiplexers"
  ff_type: "edfxtp_1"
  synth_cells: 280
  ys_sh_aoi_pct: 3.27
  ys.flops: 138
  ys_sh_adder_pct: 2.37
  synth-edff-count: 138
  yosysTopAreaCell: "edfxtp_1"
  syn_area_mm2: 0.00559
  top_cell: "edfxtp_1"
  synth_area_per_cell_um2: 20.0
  muxShareOfSynthArea_pct: 12.9
  simple_gate_share_pct: 4.39
  ys_area_mm2: 0.00559
  ys_seq_share_pct: 74.1
  synthTopCellsByArea: "edfxtp_1 74%, mux4_2 13%, a22oi_1 2.1%"
  yosysUniqueCellTypes: 27
  ys_cells: 280
  yosysWarnings: 1
route:
  final_antenna_net_count: 0
  dr.first_iter.drc_count: 228
  route.detailed.drc: 0
  wl_per_cell_um: 20.3
  wirelength_um: 10500
  firstDrtPassIters: 4
  viasPerCell: 5.28
  diodes: 0
  vias: 2737
worst_setup_path:
  start_kind: "flip-flop"
  worstSetupEndpointType: "primary output"
  r2r_cells: 9
  r2r_setup_slack_ps: 5670
  r2r_start: "rd_addr[0]"
  r2r-end: "fifo_mem[12][3]"
  crit_required_ps: 7520
  crit_path_max_fanout: 36
  criticalPathCategory: "reg2out"
  worst_ep_arrival_time_ps: 3990
pwr:
  p_leak_nw: 2.18
  fin_total_pwr_mw: 1.97
  power_density_mw_per_mm2: 296
  vdd_ir_drop_max_v: 0.000138
final_layout:
  ff_latch_area_mm2: 0.00414
  area_growth_pct: 18.9
  drive_gt1_share_pct: 22.2
  comb_area_mm2: 0.00139
  fin_area_mm2: 0.00665
  utilization_pct: 49.4
  fill_cells: 1103
floorplan:
  die_w_um: 120
  initCoreUtil_pct: 41.6
  num_rows: 42
  core_mm2: 0.0135
  die-area_mm2: 0.0145
  io_pins: 26
  die_height_um: 120
run_status:
  status: "finished, final reports clean"
global_routing:
  grt_usage_pct: 17.3
  grtUsageMet1_pct: 25.8
  antenna_found_initial: 0
  grt_util_met2_pct: 24.2
  grt-busiest-layer: "met1"
  grt_first_pass_wirelength_um: 16700
  grt_use_met3_pct: 10.9
  gr-total-overflow: 0
  grt_max_degree: 37
  first_global_vias: 3051
min_path:
  hp-class: "reg2reg"
  hold_depth: 1
  holdPathEnd: "rd_addr[4]"
  min_from: "rd_addr[4]"
cts:
  clock_latency_ps: 410
  clockRootBuffer: "clkbuf_16"
  cts_buffers: 17
  cts_tree: "done"
  cts_resized: 0
  clk_pin_slew_ps: 50
  clock_sinks: 138
  ctsHoldBuffers: 0
  postCtsSetupBuffers: 0
  max-clock-path-buffers: 2
  htreeDepth: 4
run:
  cap_violations: 0
  warnings: 28
sta:
  fmax_mhz: 170
  fin_crit_sh_pct: 62.4
  finalHoldViolCount: 0
  fin_crit_ps: 5870
  skew_ps: 7.29
  fin_tns_setup_ps: 0
  setup-violations-final: 0
  drv_slew: 0
  worst_pin_slew_ps: 817
  slew_headroom_pct: 45.3
  rsz0062_at_grt: "false"
placement:
  io_buffers: 25
  routabilityCongestion: 0.792
  placed_area_mm2: 0.00618
  hpwl_um: 6230
final cells by class:
cell class	instances	area share (%)
sequential	138	62.3
multi-input combinational	122	20.8
clock buffer	20	6.57
timing repair buffer	44	5.91
tap	176	3.31
clock inverter	9	0.527
inverter	9	0.508
cell families after synthesis:
kind of cell / Yosys count
flops: 138
simple gates: 48
mux: 32
compound gates: 23
buf+inv: 20
fa+ha+maj: 10
xor+xnor: 9
critical path: stages, from the launching register on:
cell and delay [ps]:
edfxtp_1 310, buf_4 560, ha_1 280, inv_1 50
fa_1 470, nand2b_4 160, a2111o_1 440, a211oi_4 680
clkdlybuf4s50_1 590
cells in the final DEF (no fill, tap or decap), drive strengths merged:
| master | synthesis | final |
|---|---|---|
| xnor2 | 5 | 5 |
| clkdlybuf4s50 | 0 | 25 |
| a2111o | 1 | 1 |
| nor3b | 1 | 1 |
| and3 | 1 | 1 |
| edfxtp | 138 | 138 |
| xor2 | 4 | 4 |
| nand2 | 15 | 15 |
| o41a | 1 | 1 |
| nand2b | 3 | 3 |
| nand4b | 1 | 1 |
| nand3 | 4 | 4 |
| fa | 1 | 1 |
| and2b | 1 | 1 |
| clkbuf | 6 | 20 |
| ha | 9 | 9 |
| nor4 | 4 | 4 |
| buf | 5 | 19 |
| mux4 | 32 | 32 |
| a21oi | 4 | 4 |
| a211oi | 1 | 1 |
| nor3 | 12 | 12 |
| nand3b | 1 | 1 |
| clkinv | 0 | 9 |
| nor2 | 5 | 5 |
| inv | 9 | 9 |
| a22oi | 16 | 16 |
flip-flops by register name (all words and copies together) (netlist names):
name      flops
fifo_mem    128
rd_addr       5
wr_addr       5
worst max-delay path by stage:
stage / startpoint / end / slack (ps) / depth (start not counted)
final: rd_addr[0] / o_full / 3530 / 8
after global routing: rd_addr[0] / o_full / 3240 / 8
after CTS: rd_addr[0] / o_full / 3470 / 8
power by group:
group	internal, mW	switching [mW]
combinational	0.317	0.307
clock	0.323	0.212
sequential	0.765	0.0426
layer usage:
layer / part of all wire, % / vias up
met3: 12 / 10
li1: - / 1255
met1: 39 / 1345
met4: 0.99 / 0
met5: 0 / -
met2: 48 / 127
per-stage QoR:
| step | setup WS [ps] | hold slack (ps) | cells |
|---|---|---|---|
| after floorplan | 4920 | 535 | 280 |
| after global placement | 3970 | 590 | 489 |
| after detailed placement | 3900 | 596 | 489 |
| after CTS | 3470 | 612 | 518 |
| after global routing | 3240 | 638 | 518 |
| final | 3530 | 610 | 518 |
Power and IR drop assume default switching activity.
